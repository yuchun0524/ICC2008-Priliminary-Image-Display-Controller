==> /design/flow/design.v <==
module lcd_ctrl(clk, reset, datain, cmd, cmd_valid, dataout, output_valid, busy);
input           clk;
input           reset;
input   [7:0]   datain;
input   [2:0]   cmd;
input           cmd_valid;
output  reg     [7:0]dataout;
output  reg     output_valid;
output  reg     busy;
reg   [7:0]buffer[107:0]; 
reg   [6:0]count;
reg   [3:0]out_count;
reg   [6:0]origin;
reg   [1:0]state;
reg   valid, sign;
parameter load = 3'd0,
          in = 3'd1,
          fit = 3'd2,
          right = 3'd3,
          left = 3'd4,
          up = 3'd5,
          down = 3'd6;  
integer i;         
always@(posedge clk)
begin
  if(reset)
    begin
      output_valid <= 1'b0;
      busy <= 1'b0;
      count <= 7'd0;
      out_count <= 4'd0;
      origin <= 7'd0;
      state <= 2'd0;
      valid <= 1'b0;
      sign <= 1'b0;
      for(i = 0; i < 108; i = i + 1)
        buffer[i] <= 0;
    end
  else
    begin
      if(cmd_valid)
        begin
          if(!busy)
            begin
              busy <= 1'b1;
              case(state)
                2'd0:begin
                  if(cmd == load)
                    begin
                      state <= 2'd1;
                      origin <= 7'd13;
                      valid <= 1'b1;
                      output_valid <= 1'b0;
                      sign <= 1'b1;
                    end
                  else
                    begin
                      state <= 2'd0;
                      origin <= 7'd0;
                      valid <= 1'b0;
                      output_valid <= 1'b1;
                      sign <= 1'b0;
                    end
                end
                2'd1:begin
                  case(cmd)
                    load:begin
                      state <= 2'd1;
                      origin <= 7'd13;
                      valid <= 1'b1;
                      output_valid <= 1'b0;
                      sign <= 1'b1;
                    end
                    in:begin
                      state <= 2'd2;
                      origin <= 7'd40;
                      output_valid <= 1'b1;
                      sign <= 1'b0;
                    end
                    fit:begin
                      state <= 2'd1;
                      origin <= 7'd13;
                      output_valid <= 1'b1;
                      sign <= 1'b1;
                    end
                    right:begin
                      state <= 2'd1;
                      origin <= 7'd13;
                      output_valid <= 1'b1;
                      sign <= 1'b1;
                    end
                    left:begin
                      state <= 2'd1;
                      origin <= 7'd13;
                      output_valid <= 1'b1;
                      sign <= 1'b1;
                    end
                    up:begin
                      state <= 2'd1;
                      origin <= 7'd13;
                      output_valid <= 1'b1;
                      sign <= 1'b1;
                    end
                    down:begin
                      state <= 2'd1;
                      origin <= 7'd13;
                      output_valid <= 1'b1;
                      sign <= 1'b1;
                    end
                    default:begin
                      state <= 2'd0;
                      origin <= origin;
                      output_valid <= 1'b0;
                      sign <= 1'b0;
                    end
                  endcase
                end
                2'd2:begin
                  case(cmd)
                    load:begin
                      state <= 2'd1;
                      origin <= 7'd13;
                      valid <= 1'b1;
                      output_valid <= 1'b0;
                      sign <= 1'b1;
                    end
                    in:begin
                      state <= 2'd2;
                      origin <= origin;
                      output_valid <= 1'b1;
                      sign <= 1'b0;
                    end
                    fit:begin
                      state <= 2'd1;
                      origin <= 7'd13;
                      output_valid <= 1'b1;
                      sign <= 1'b1;
                    end
                    right:begin
                      state <= 2'd2;
                      output_valid <= 1'b1;
                      sign <= 1'b0;
                      if(origin == 7'd8 || origin == 7'd20 || origin == 7'd32 || origin == 7'd44 || origin == 7'd56 || origin == 7'd68)
                        origin <= origin;
                      else
                        origin <= origin + 1;
                    end
                    left:begin
                      state <= 2'd2;
                      output_valid <= 1'b1;
                      sign <= 1'b0;
                      if(origin == 7'd0 || origin == 7'd12 || origin == 7'd24 || origin == 7'd36 || origin == 7'd48 || origin == 7'd60)
                        origin <= origin;
                      else
                        origin <= origin - 1;
                    end
                    up:begin
                      state <= 2'd2;
                      output_valid <= 1'b1;
                      sign <= 1'b0;
                      if(origin == 0 || origin == 1 || origin == 2 || origin == 3 || origin == 4 || origin == 5 || origin == 6 || origin == 7 || origin == 8)
                        origin <= origin;
                      else
                        origin <= origin - 12;
                    end
                    down:begin
                      state <= 2'd2;
                      output_valid <= 1'b1;
                      sign <= 1'b0;
                      if(origin == 60 || origin == 61 || origin == 62 || origin == 63 || origin == 64 || origin == 65 || origin == 66 || origin == 67 || origin == 68)
                        origin <= origin;
                      else
                        origin <= origin + 12;
                    end
                    default:begin
                      state <= 2'd0;
                      sign <= 1'b0;
                      origin <= origin;
                      output_valid <= 1'b0;
                    end
                  endcase
                end
                default:begin
                  state <= 2'd0;
                  origin <= origin;
                  output_valid <= 1'b0;
                  sign <= 1'b0;
                end
              endcase
            end
          else
            begin
              origin <= origin;
              valid <= valid;
              output_valid <= output_valid;
              sign <= sign;
            end
        end
      else
        begin
          if(valid)
            begin
              if(count == 7'd108)
                begin
                  count <= 7'd0;
                  output_valid <= 1;
                  valid <= 0;
                end
              else
                begin
                  buffer[count] <= datain;
                  count <= count + 1;
                end
            end
          else
            begin
              if(output_valid)
                begin
                  if(out_count == 4'd15)
                    begin
                      out_count <= 4'd0;
                      output_valid <= 0;
                      busy <= 0;
                      if(sign)
                        origin <= origin - 81;
                      else
                        origin <= origin - 39;
                    end
                  else
                    begin
                      out_count <= out_count + 1;
                      if(sign)
                        begin
                          if(out_count == 4'd3 || out_count == 4'd7 || out_count == 4'd11)
                            begin
                              origin <= origin + 15;
                            end
                          else
                            begin
                              origin <= origin + 3;
                            end
                        end
                      else
                        begin
                          if(out_count == 4'd3 || out_count == 4'd7 || out_count == 4'd11)
                            begin
                              origin <= origin + 9;
                            end
                          else
                            begin
                              origin <= origin + 1;
                            end
                        end                     
                    end
                end
              else
                begin
                  origin <= origin;
                  valid <= valid;
                 	output_valid <= output_valid;
                end
            end
        end   
    end       
end        
always@(negedge clk)
begin
  if(reset)
      dataout <= 8'd0;     
  else
    begin
    if(valid)
        dataout <= 8'd0;
    else
        dataout <= buffer[origin];
  end 
end                                                             
endmodule
==> /design/flow/run.sh <==
#!/bin/bash
# OpenROAD 26Q1-2900-gdf79404cd8, Yosys 0.63+post, stock flow scripts
make -C /OpenROAD-flow-scripts/flow DESIGN_CONFIG=/design/flow/config.mk WORK_HOME=/design/flow/orfs finish
==> /design/flow/config.mk <==
export PLATFORM = sky130hd
export DESIGN_NAME = lcd_ctrl
export DESIGN_NICKNAME = lcd_ctrl
export VERILOG_FILES = /design/flow/design.v
export SDC_FILE = /design/flow/constraint.sdc
export NUM_CORES = 4
export LEC_CHECK = 1
export CORE_UTILIZATION = 40
==> /design/flow/constraint.sdc <==
current_design lcd_ctrl

set clk_period 21.4
set clk_io_pct 0.2

create_clock -name clk0 -period $clk_period [get_ports {clk}]

set non_clock_inputs [all_inputs -no_clocks]
set_input_delay [expr $clk_period * $clk_io_pct] -clock clk0 $non_clock_inputs
set_output_delay [expr $clk_period * $clk_io_pct] -clock clk0 [all_outputs]
==> reports/qor.yml <==
cts:
  setup_fix_buffers_added_after_clock_tree_synthesis: 0
  cts_hold_repair.buffers: 0
  cts.repair.resized: 0
  cts-root-buf: "sky130_fd_sc_hd__clkbuf_16"
  clockBufferDepth: 3
  cts.sinks: 1057
  clk-insertion-delay-late_ns: 0.71
  htree_num_levels: 3
  numCtsBuffers: 111
  clk_pin_slew_ns: 0.06
  tritoncts_clock_tree: "done"
worst_hold_path:
  hold_path.class: "reg -> reg"
logic_synthesis:
  syn-cell-area_um2: 48750
  synth_flops: 1057
  yosys.cell_types.count: 75
  yosysWarningCount: 1
  cell_types_occupying_the_most_area_after_synthesis: "sky130_fd_sc_hd__edfxtp_1 (63%), sky130_fd_sc_hd__mux4_2 (12%), sky130_fd_sc_hd__and2_1 (11%)"
  synth-edff-count: 1024
  post-synth-top-area-cell: "sky130_fd_sc_hd__edfxtp_1"
  seq_area_frac_synth_pct: 64.43
  yosys_cells: 3259
  postSynth.topFlopCell: "sky130_fd_sc_hd__edfxtp_1"
  synthCells: 3259
  postSynth.asyncResetShare_pct: 0
  synth.top_cell.area_share_pct: 63.08
  ys_chip_area_um2: 48750
  syn_area_per_cell_um2: 14.96
layout:
  fillers: 10390
  area.growth.synth_to_final_pct: 10.79
  final_layout_size_suffix_gt1_share_pct: 18.40
placement:
  buffer_ports.inserted: 23
  gpl.final_weighted_congestion: 0.8910
  post-dp-hpwl_um: 76250
  preCtsSetupSlack_ns: 4.483
setup_path:
  critical_path_peak_fanout: 1
  critical_path_required_ns: 17.12
  critical_path.top_delay_family: "buffers and inverters"
  path_class: "reg -> out"
  path_buffers: 1
  crit_path_end_kind: "primary output"
  worst_ep_arrival_time_ns: 12.35
  worst_path_max_delay_cell: "sky130_fd_sc_hd__clkdlybuf4s50_1"
  cp_cell_sequence: "clkdlybuf4s50_1"
  timing.critical_path.from_type: "register"
  timing.critical_path.slowest_cell_delay_ns: 0.51
drt:
  routed-via-count: 26920
  detail_route.wirelength_um: 124900
  routed_via_density: 5.459
  insertedDiodeCount: 0
  drt_pre_antenna_iters: 7
  count_of_routing_violations_after_the_opening_detailed_route_iteration: 1928
  drt_drc_violations_left: 0
  drtAntennaViolNets: 0
  routed_wire_length_per_instance_um: 25.32
floorplanning:
  core_um2: 120400
  die-area_um2: 123300
  floorplanUtilization_pct: 40.47
  die.size.y_um: 351.1
  ios: 24
  die_w_um: 351.1
  floorplan.rows: 127
final_timing:
  worst_pin_slew_ns: 0.9477
  worst_clk_skew_ns: 0.03227
  max_slew_margin_pct: 36.59
  finalHoldViolCount: 0
  totalNegativeSetupSlack_ns: 0
  setup_viol: 0
  rsz0062_at_grt: "no"
  hold_slack_ns: 0.4876
  drv_slew: 0
  layout_setup_ws_ns: 4.769
power:
  peakVddDrop_v: 0.00006343
  static-leakage-power_nw: 17.92
  power_density_nw_per_um2: 89.77
global_routing:
  grt_max_degree: 77
  globalRouteOverflowTotal: 0
  grt_pass1_vias: 28160
  gr-usage-all-layers_pct: 22.31
  grt_first_pass_wirelength_um: 186100
  antenna_found_initial: 1
flow_run:
  openroad.warnings: 45
  cap_violations: 0
run_status:
  status: "finished clean"
final timing paths:
check / startpoint / endpoint / cells past startpoint / slack [ns]
worst max-delay path: dataout[1] / dataout[1] / 1 / 4.77
worst min-delay path: out_count[1] / out_count[1] / 2 / 0.49
worst max register to register: origin[1] / dataout[7] / 8 / 6.24
worst min register to register: out_count[1] / out_count[1] / 2 / 0.49
routing by layer:
| layer | global-route usage [%] | vias to the layer above | routed length [um] |
|---|---|---|---|
| met5 | 0 | - | 13 |
| met3 | 11.05 | 158 | 14770 |
| li1 | - | 12160 | - |
| met2 | 33.65 | 1103 | 59620 |
| met4 | 4.304 | 2 | 2875 |
| met1 | 31.35 | 13500 | 47600 |
cells in the mapped netlist, types with 12 or more instances:
library cell	n
sky130_fd_sc_hd__o21ai_0	24
sky130_fd_sc_hd__buf_2	33
sky130_fd_sc_hd__or2_2	111
sky130_fd_sc_hd__nand2b_1	12
sky130_fd_sc_hd__dfxtp_1	33
sky130_fd_sc_hd__edfxtp_1	1024
sky130_fd_sc_hd__mux4_2	250
sky130_fd_sc_hd__mux2i_1	23
sky130_fd_sc_hd__a22oi_1	67
sky130_fd_sc_hd__a21oi_1	53
sky130_fd_sc_hd__nor2_1	169
sky130_fd_sc_hd__nand3_1	19
sky130_fd_sc_hd__nand4_1	18
sky130_fd_sc_hd__ha_1	21
sky130_fd_sc_hd__clkbuf_1	173
sky130_fd_sc_hd__and2_1	866
sky130_fd_sc_hd__nand2_1	78
sky130_fd_sc_hd__nor2b_1	15
sky130_fd_sc_hd__a211oi_1	21
sky130_fd_sc_hd__a221oi_1	16
sky130_fd_sc_hd__buf_4	18
sky130_fd_sc_hd__nor3_1	14
sky130_fd_sc_hd__o211ai_1	12
sky130_fd_sc_hd__a22o_1	12
through the flow:
stage | cells | cell area, um^2 | util (%) | total power [mW]
after floorplan | 3259 | 48750 | - | 2.794
after global placement | 4723 | 50450 | 41.89 | 3.002
after detailed placement | 4723 | 50450 | 41.89 | 3.004
final | 4932 | 54010 | 44.84 | 4.848
after global routing | 4932 | 54010 | 44.84 | 5.002
after CTS | 4932 | 54010 | 44.84 | 4.888
report_power, final:
part / switching (mW) / internal, mW
Clock: 0.810 / 1.09
Sequential: 0.0382 / 2.35
Combinational: 0.341 / 0.223
Total: 1.19 / 3.66
registers in the layout, indices dropped and copies added, names as in the netlist:
name	flops
valid	1
out_count	4
buffer	1024
sign	1
busy	1
output_valid	1
origin	7
state	3
dataout	8
count	7
kinds of logic after synthesis:
family | after synthesis | synth area share, %
DFF | 1057 | 64.43
and+or+nand+nor | 1343 | 15.99
buffers and inverters | 254 | 2.336
muxes | 276 | 12.09
adders and majority gates | 22 | 0.5801
AOI/OAI and AO/OA | 287 | 4.212
xor gates and xnor gates | 20 | 0.3593
cell type report:
| class | count | area, um^2 | share of cell area, % |
|---|---|---|---|
| Multi-Input combinational cell | 1948 | 16230 | 30.04 |
| Clock inverter | 73 | 618.1 | 1.145 |
| Clock buffer | 137 | 2939 | 5.442 |
| Tap cell | 1612 | 2017 | 3.735 |
| Sequential cell | 1057 | 31420 | 58.18 |
| Inverter | 13 | 48.80 | 0.09036 |
| Timing Repair Buffer | 92 | 738.2 | 1.367 |
cell usage in the layout, fill, tap and decap left out, types with 9 or more instances in the layout:
cell type,instances
sky130_fd_sc_hd__ha_1,21
sky130_fd_sc_hd__nor2_1,166
sky130_fd_sc_hd__nor2_2,9
sky130_fd_sc_hd__mux4_2,250
sky130_fd_sc_hd__edfxtp_1,1024
sky130_fd_sc_hd__mux2i_1,23
sky130_fd_sc_hd__clkinv_2,15
sky130_fd_sc_hd__clkbuf_1,23
sky130_fd_sc_hd__nand2_1,78
sky130_fd_sc_hd__o21ai_0,24
sky130_fd_sc_hd__o211ai_1,12
sky130_fd_sc_hd__a211oi_1,21
sky130_fd_sc_hd__a221oi_1,16
sky130_fd_sc_hd__nor2b_1,15
sky130_fd_sc_hd__nand4_1,18
sky130_fd_sc_hd__buf_4,77
sky130_fd_sc_hd__or2_2,111
sky130_fd_sc_hd__clkinv_1,35
sky130_fd_sc_hd__a22o_1,12
sky130_fd_sc_hd__bufinv_16,9
sky130_fd_sc_hd__a21oi_1,53
sky130_fd_sc_hd__clkdlybuf4s50_1,14
sky130_fd_sc_hd__a22oi_1,67
sky130_fd_sc_hd__nand2b_1,12
sky130_fd_sc_hd__o22ai_1,11
sky130_fd_sc_hd__dfxtp_1,30
sky130_fd_sc_hd__nand3_1,19
sky130_fd_sc_hd__clkbuf_16,114
sky130_fd_sc_hd__inv_1,18
sky130_fd_sc_hd__nor3_1,14
sky130_fd_sc_hd__xnor2_1,9
sky130_fd_sc_hd__and2_1,866
sky130_fd_sc_hd__xor2_1,11
Power is estimated from default activity; no workload was simulated.
